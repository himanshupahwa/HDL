[/design/flow/constraint.sdc]
current_design gray_counter

set clk_period 1.7
set clk_io_pct 0.2

create_clock -name clk0 -period $clk_period [get_ports {clk}]

set non_clock_inputs [all_inputs -no_clocks]
set_input_delay [expr $clk_period * $clk_io_pct] -clock clk0 $non_clock_inputs
set_output_delay [expr $clk_period * $clk_io_pct] -clock clk0 [all_outputs]
[/design/flow/run.sh]
#!/bin/bash
# OpenROAD 26Q1-2900-gdf79404cd8, Yosys 0.63+post, stock flow scripts
make -C /OpenROAD-flow-scripts/flow DESIGN_CONFIG=/design/flow/config.mk WORK_HOME=/design/flow/orfs finish
[/design/flow/config.mk]
export PLATFORM = sky130hd
export DESIGN_NAME = gray_counter
export DESIGN_NICKNAME = gray_counter
export VERILOG_FILES = /design/flow/design.v
export SDC_FILE = /design/flow/constraint.sdc
export NUM_CORES = 4
export LEC_CHECK = 1
export CORE_AREA = 10 10 70 70
export DIE_AREA = 0 0 80 80
[/design/flow/design.v]
module gray_counter (
  out    ,  
  enable ,  
  clk    ,  
  rst       
  );
  input clk, rst, enable; 
  output [ 7:0] out;
  wire [7:0] out;
  reg [7:0] count;
  always @ (posedge clk) 
  if (rst) 
    count <= 0; 
  else if (enable) 
    count <= count + 1; 
  assign out = { count[7], (count[7] ^ count[6]),(count[6] ^ 
               count[5]),(count[5] ^ count[4]), (count[4] ^ 
               count[3]),(count[3] ^ count[2]), (count[2] ^ 
               count[1]),(count[1] ^ count[0]) };
endmodule 
==> results.toml <==
# physical design summary
[synth]
ys_chip_area_um2 = 419
syn_inst = 41
ys_sh_xor_pct = 14.6
ys_sh_simple_pct = 18.2
aoi_share_pct = 2.39
post_synth.cell_area_avg_um2 = 10.2
synth-warning-count = 1
top_logic_kind = "simple AND/OR/NAND/NOR gates"
ys_sh_mux_pct = 2.39
yosys.area_share.adder_pct = 17.9
synthesis.area_um2 = 419
netlist-cell-type-count = 18
yosysSeqAreaShare_pct = 38.2
yosysCellCount = 41
ys_ff = 8

[setup_path]
slowest_stage = "clkdlybuf4s50_1"
startpoint_type = "flop"
critPathMaxStageDelay_ns = 0.46
path_max_fanout = 3
critPathArrivalTime_ns = 1.31
reg2reg_depth = 5
crit_type = "flop to primary output"
worstSetupEndpointType = "primary output"
worstPathCellList = "ha_1 > clkdlybuf4s50_1"
required_ns = 1.36

[final_timing]
worstMarginPinSlew_ns = 0.306
fin_skew_ns = 0.00148
hold_viol = 0
finalCritPeriodShare_pct = 97.1
slew_headroom_pct = 79.5
slew_viol_final = 0
fmax_mhz = 606
finalCriticalPeriod_ns = 1.65
setup_viol = 0

[pwr]
p_comb_share_pct = 12.0
switching_power_mw = 0.0866
leakage_nw = 0.351
clkPwrFrac_pct = 37.1
swShare_pct = 22.3
internal_power_mw = 0.301
power_density_nw_per_um2 = 598
irDropWorstVdd_uv = 331
seqPwrFrac_pct = 50.9

[drt]
drt_pass1_iterations = 3
wire_per_inst_um = 9.27
dr.first_iter.drc_count = 11
route.vias.total = 314
diodes = 0
ant_nets = 0
routed_wl_um = 936
drc = 0
via_per_inst = 3.11

[cts]
cts_root_buf = "clkbuf_4"
cts_buffers = 3
clock_sinks = 8
hold_buffers = 0
path_clk_slew_ns = 0.05
clk_latency_ns = 0.25
htree_num_levels = 1
cts_buffer_depth = 2
cts_tree = "yes"

[grt]
grt_pass1_vias = 345
grt_start_max_net_pins = 9
grt_use_total_pct = 3.13
grt_pass1_wl_um = 1600
grt_overflow = 0
antenna_found_initial = 0

[floorplanning]
core_area_um2 = 3420
boundaryPins = 11
initCoreUtil_pct = 12.3
chipArea_um2 = 6400
fp-row-count = 21
die_h_um = 80
fp.dieW_um = 80

[cells_and_area]
largest-register = "count"
reg_top3 = "count (8)"
final_util_pct = 19.0
largest_reg_flops = 8
seqCellArea_um2 = 176
drive_gt1_share_pct = 30.9
combGateArea_um2 = 245
final_design_area_no_fill_um2 = 648
areaGrowthSynthToFinish_pct = 54.6
fill_cells = 388

[placement]
gp_congestion = 0.751
portBuffers = 10
place_area_um2 = 562
hpwl_um = 733

[job]
log.warning_count = 25
maxCapViolCount = 0

[hold_path]
min_delay_path_depth = 2
hold_class = "flop to flop"

[outcome]
status = "finished clean"
-- stage by stage --
step,setup slack [ns],hold WS (ns),total power [mW],setup TNS [ns],instances
after floorplan,0.541,0.483,0.220,0,41
after global placement,0.211,0.493,0.244,0,95
after detailed placement,0.171,0.523,0.245,0,95
after CTS,0.00124,0.524,0.398,0,98
after global routing,-0.000329,0.549,0.413,-0.000329,101
final,0.0489,0.521,0.388,0,101
-- synthesized netlist by cell type --
library cell	count	area (um^2)
dfxtp_1	8	160
nor2_1	7	26.3
ha_1	6	75.1
xor2_1	5	43.8
xnor2_1	2	17.5
a21oi_1	1	5.00
and3_2	1	7.51
buf_4	1	7.51
buf_6	1	11.3
clkbuf_1	1	3.75
inv_1	1	3.75
mux2i_1	1	10.0
nand2_1	1	3.75
nand3_1	1	5.00
nand4_1	1	6.26
nand4_4	1	21.3
o21ai_0	1	5.00
or3_1	1	6.26
-- layer usage --
metal,part of all wire (%),vias to the layer above,GRT usage (%)
met4,0.85,0,0.352
met3,13,2,2.61
met2,38,11,4.33
met1,48,136,3.75
met5,0,-,0
li1,-,165,-
-- repair_timing --
item / CTS / global route
resized: 5 / 11
hold endpoints to repair: 0 / 0
buffers inserted: 0 / 3
setup endpoints to repair: 3 / 6
pin swaps: 0 / 1
-- worst max-delay path: cells and delay by family, from the launching register on --
kind                       cells  cell delay (ns)
buffers and inverters          1             0.46
DFF                            1             0.33
adders and majority gates      1             0.27
-- power groups by stage --
stage                 registers, mW  clock network (mW)  logic (mW)
after CTS                     0.202               0.151      0.0451
after global routing          0.198               0.162      0.0533
final                         0.197               0.144      0.0464
-- cell usage in the layout, fill, tap and decap left out --
cell type	Yosys	layout
inv_1	1	1
clkdlybuf4s50_1	0	5
nor2_1	7	7
xor2_1	5	5
xnor2_1	2	2
buf_4	1	4
ha_4	0	1
dfxtp_1	8	1
ha_1	6	5
nand2_1	1	1
nand3_1	1	1
o21ai_0	1	1
and3_2	1	1
mux2i_1	1	1
nand4_1	1	1
dfxtp_4	0	3
dfxtp_2	0	4
a21oi_1	1	1
clkbuf_4	0	3
dlymetal6s2s_1	0	5
nand4_4	1	1
or3_1	1	1
-- final timing paths --
| path | to | from | slack, ns |
|---|---|---|---|
| hold reg to reg | count[7] | count[7] | 0.52 |
| hold / removal | count[7] | count[7] | 0.52 |
| setup reg to reg | count[7] | count[4] | 0.44 |
| setup / recovery | out[4] | count[5] | 0.05 |
-- logic make-up (layout without fill, tap and decap cells) --
group	count (synthesis)	in the layout
buf+inv	4	18
compound gates	2	2
fa+ha+maj	6	6
simple gates	13	13
flops	8	8
xor+xnor	7	7
mux	1	1
-- area by class of cell --
| cell class | instances | area share (%) |
|---|---|---|
| Inverter | 1 | 0.579 |
| Sequential cell | 8 | 27.2 |
| Multi-Input combinational cell | 29 | 37.8 |
| Tap cell | 46 | 8.88 |
| Clock buffer | 3 | 3.47 |
| Timing Repair Buffer | 14 | 22.0 |
No activity file was given, so power comes from the tool's default toggle rates.
