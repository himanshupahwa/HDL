$ cat run.sh
#!/bin/bash
# OpenROAD 26Q1-2900-gdf79404cd8, Yosys 0.63+post, stock flow scripts
make -C /OpenROAD-flow-scripts/flow DESIGN_CONFIG=/design/flow/config.mk WORK_HOME=/design/flow/orfs finish
$ cat config.mk
export PLATFORM = sky130hd
export DESIGN_NAME = decoder_basic
export DESIGN_NICKNAME = decoder_basic
export VERILOG_FILES = /design/flow/design.v
export SDC_FILE = /design/flow/constraint.sdc
export NUM_CORES = 4
export LEC_CHECK = 1
export CORE_AREA = 10 10 70 70
export DIE_AREA = 0 0 80 80
$ cat constraint.sdc
current_design decoder_basic

set clk_period 1.0
set clk_io_pct 0.2

create_clock -name clk0 -period $clk_period

set non_clock_inputs [all_inputs -no_clocks]
set_input_delay [expr $clk_period * $clk_io_pct] -clock clk0 $non_clock_inputs
set_output_delay [expr $clk_period * $clk_io_pct] -clock clk0 [all_outputs]
$ cat design.v
module decoder_basic (
binary_in   ,  
decoder_out ,  
enable         
);
input [3:0] binary_in  ;
input  enable ;
output [15:0] decoder_out ;
reg [15:0] decoder_out ;
always @ (enable or binary_in)
begin
  decoder_out = 0;
  if (enable) begin
    case (binary_in)
      4'h0 : decoder_out = 16'h0001;
      4'h1 : decoder_out = 16'h0002;
      4'h2 : decoder_out = 16'h0004;
      4'h3 : decoder_out = 16'h0008;
      4'h4 : decoder_out = 16'h0010;
      4'h5 : decoder_out = 16'h0020;
      4'h6 : decoder_out = 16'h0040;
      4'h7 : decoder_out = 16'h0080;
      4'h8 : decoder_out = 16'h0100;
      4'h9 : decoder_out = 16'h0200;
      4'hA : decoder_out = 16'h0400;
      4'hB : decoder_out = 16'h0800;
      4'hC : decoder_out = 16'h1000;
      4'hD : decoder_out = 16'h2000;
      4'hE : decoder_out = 16'h4000;
      4'hF : decoder_out = 16'h8000;
    endcase
  end
end
endmodule
==> impl_metrics.ini <==
; implementation run metrics
[run]
drv.max_cap_violation_count = 0
openroad.warnings = 34

[final_layout]
final-seq-area_sq_um = 0
final_layout_size_suffix_gt1_frac = 0.950
clock_buffers = 0
syn_to_layout_area_delta_pct = 364
flops = 0
fillers = 383
comb_area_sq_um = 215

[die]
die_extent_in_y_microns = 80
initCoreUtil = 0.0352
chip_area_sq_um = 6400
floorplan.die.width_microns = 80
floorplan.core_area_sq_um = 3420
row_count = 21
ports_placed_on_the_boundary = 21

[global_route]
grt_remaining_overflow = 0
first_pass_grt_wire_length_mm = 1.56
pin_count_of_the_biggest_net_entering_global_routing = 5
grt.total_usage = 0.0305
antenna_found_initial = 0
vias_in_the_first_global_route = 289

[critical_path]
critical_path_peak_fanout = 4
crit_chain = buf_8, or3b_4, buf_6, nor3_2, buf_2
critical_path.endpoint_type = output port
required_time_at_the_endpoint_of_the_critical_path_ns = 0.80
critPathMaxStageDelay_ns = 0.41
crit_arrival_ns = 1.05
start_kind = input port
crit_type = input port to output port
critPathSlowestCell = or3b_4

[synth]
yosys_adder_share = 0
synth.yosys.warnings = 1
synth.area.mux_share = 0
yosysUniqueCellTypes = 9
yosys.area_share.xor_xnor = 0
syn_inst = 23
simple_gate_area_frac = 1.00
ys_sh_aoi = 0
cell_area_after_synthesis_sq_um = 120
syn-mean-instance-area_sq_um = 5.22
ys_seq_share = 0
number_of_cell_instances_after_yosys_synthesis = 23
ys_top_logic_family = simple AND/OR/NAND/NOR gates
yosysChipArea_sq_um = 120

[timing]
fmax_mhz = 802
relative_slew_slack = 0.874
timing.final.hold_violations = 0
timing.final.setup_violations = 12
worstMarginPinSlew_ns = 0.188
smallest_hold_slack_ns = 0.776
post-route-min-period_ns = 1.25
grt_setup_unrepaired = true
finalWorstSetupSlack_ns = -0.246
post-route-period-util = 1.25
slew_violations = 0

[detailed_routing]
dr_total_vias = 302
route.detailed.vias_per_inst = 2.85
detailedRoute.firstPassIterationCount = 2
route.detailed.drc = 0
topRoutingLayerUsed = met3
postRouteAntennaNets = 0
met2RoutedLength_microns = 562
drt_iter0_drc = 2
route.met3.wl_microns = 93
routed_wire_length_per_instance_microns = 10.2
detail_route.wirelength_mm = 1.08
m1_wl_microns = 427
antenna_cells_inserted = 0

[pwr]
totalPowerFinal_mw = 0.154
cellInternalPower_mw = 0.0870
power_frac_clock = 0
power.net_switching_mw = 0.0670
switching_share = 0.435
power_density_nw_per_um2 = 277
p_leak_nw = 0.255
power_frac_comb = 1.000
flop_pwr_share = 0
worst_ir_drop_vdd_mv = 0.0514

[place]
hpwl_microns = 824
place.port_buffers = 21
globalplace.congestion = 0.709

[clock_tree]
post_cts_hold_buffer_count = 0

[worst_hold_path]
holdCritPathClass = input port to output port
whs_endpoint = decoder_out[15]
whs_path_depth = 4
holdCritStartpoint = binary_in[3]

[run_status]
status = finished with violations
violated_checks = setup timing
[per-layer routing]
metal / global-route usage / vias up
li1: - / 153
met1: 0.0349 / 138
met2: 0.0578 / 11
met3: 0.00795 / 0
met4: 0 / 0
met5: 0 / -
[power groups by stage]
stage | combinational (mW) | sequential [mW] | clock, mW
after CTS | 0.130 | 0 | 0
after global routing | 0.165 | 0 | 0
final | 0.154 | 0 | 0
[per-stage QoR]
step           setup WS, ns  area, sq um  TNS [ns]  cells   util
3_3_place_gp         -0.907          410    -12.80     93  0.120
6_report             -0.246          557     -1.41    106  0.163
5_1_grt              -0.266          557     -2.15    106  0.163
4_1_cts              -0.243          498     -1.34    104  0.146
2_1_floorplan         0.118          120         0     23      -
3_5_place_dp         -0.913          410    -13.05     93  0.120
[worst max path at each step]
stage               endpoint    startpoint  cells past startpoint  slack [ns]
finish        decoder_out[0]  binary_in[1]                      5       -0.25
global route  decoder_out[0]  binary_in[1]                      5       -0.27
CTS           decoder_out[0]  binary_in[2]                      5       -0.24
[layout make-up]
cell class / instances / area share
tap: 46 / 0.103
multi-input combinational: 23 / 0.387
timing repair buffer: 37 / 0.510
[layout by cell type, fill, tap and decap left out]
cell type / instances
buf_2: 15
buf_4: 8
buf_6: 9
buf_8: 2
clkbuf_2: 2
clkbuf_4: 1
nand2_4: 1
nand2b_4: 2
nand3_4: 1
nand3b_1: 2
nor2_1: 1
nor2_2: 7
nor2_4: 4
nor3_2: 4
or3b_4: 1
[synthesized netlist by cell type]
library cell	n	share of area
nand2_1	1	0.031
nand2b_1	2	0.10
nand3_1	1	0.042
nand3b_1	2	0.12
nor2_1	11	0.34
nor2_2	1	0.052
nor3_1	3	0.12
nor3_2	1	0.083
or3b_4	1	0.094
[logic make-up (layout without fill, tap and decap cells)]
logic type / Yosys count / after routing
and+or+nand+nor: 23 / 23
buffers and inverters: 0 / 37
[critical path, delay by kind of cell]
kind | cells | cell delay (ns)
buffers and inverters | 3 | 0.35
and+or+nand+nor | 2 | 0.49
[timing repair]
action | in CTS | in global routing
setup buffers | 11 | 2
pin swaps | 13 | 11
resized | 89 | 19
endpoints found under the setup margin | 16 | 15
