[./config.mk]
export PLATFORM = sky130hd
export DESIGN_NAME = encoder_basic
export DESIGN_NICKNAME = encoder_basic
export VERILOG_FILES = /design/flow/design.v
export SDC_FILE = /design/flow/constraint.sdc
export NUM_CORES = 4
export LEC_CHECK = 1
export CORE_AREA = 10 10 70 70
export DIE_AREA = 0 0 80 80
[./constraint.sdc]
current_design encoder_basic

set clk_period 2.1
set clk_io_pct 0.2

create_clock -name clk0 -period $clk_period

set non_clock_inputs [all_inputs -no_clocks]
set_input_delay [expr $clk_period * $clk_io_pct] -clock clk0 $non_clock_inputs
set_output_delay [expr $clk_period * $clk_io_pct] -clock clk0 [all_outputs]
[./run.sh]
#!/bin/bash
# OpenROAD 26Q1-2900-gdf79404cd8, Yosys 0.63+post, stock flow scripts
make -C /OpenROAD-flow-scripts/flow DESIGN_CONFIG=/design/flow/config.mk WORK_HOME=/design/flow/orfs finish
[./design.v]
module encoder_basic(
binary_out ,  
encoder_in ,  
enable        
);
output [3:0] binary_out  ;
input  enable ; 
input [15:0] encoder_in ; 
reg [3:0] binary_out ;
always @ (enable or encoder_in)
begin
  binary_out = 0;
  if (enable) begin
    case (encoder_in) 
      16'h0002 : binary_out = 1; 
      16'h0004 : binary_out = 2; 
      16'h0008 : binary_out = 3; 
      16'h0010 : binary_out = 4;
      16'h0020 : binary_out = 5; 
      16'h0040 : binary_out = 6; 
      16'h0080 : binary_out = 7; 
      16'h0100 : binary_out = 8;
      16'h0200 : binary_out = 9;
      16'h0400 : binary_out = 10; 
      16'h0800 : binary_out = 11; 
      16'h1000 : binary_out = 12; 
      16'h2000 : binary_out = 13; 
      16'h4000 : binary_out = 14; 
      16'h8000 : binary_out = 15; 
   endcase
  end
end
endmodule
==> results.yml <==
# physical design summary
outcome:
  status: "finished, final reports clean"
sta:
  worst_pin_slew_ps: 291
  min_period_ps: 2020
  rsz0062_at_grt: "false"
  fmax_ghz: 0.495
  max_slew_margin_pct: 80.4
  finalMaxSlewViolations: 0
  post-route-period-util_pct: 96.3
  setup_viol: 0
  hold_viol_final: 0
flow_run:
  tool_warnings: 32
  maxCapViolCount: 0
floorplan:
  die_width_um: 80
  die-area_sq_um: 6400
  die_y_um: 80
  fp_util_pct: 12.1
  core_sq_um: 3420
  ios: 21
  fp-row-count: 21
finish:
  fin_util_pct: 26.3
  regArea_sq_um: 0
  area_delta_synth_final_pct: 117
  flops: 0
  drive_gt1_share_pct: 55.0
  final.clkbuf_count: 0
route:
  drtPass1Iterations: 4
  routed-via-count: 654
  antenna_cells: 0
  avgRoutedWirePerCell_um: 11.2
  wl_um: 1730
  viasPerCell: 4.22
  ant_nets: 0
  drtIter0Drc: 84
  drc: 0
synthesis:
  ys_cells: 61
  ys_seq_share_pct: 0
  syn_inst: 61
  synth_area_per_cell_sq_um: 6.79
  yosys_warnings: 1
  yosysChipArea_sq_um: 414
  netlist_area_sq_um: 414
  synth.distinct_cells: 25
power:
  leakagePower_nw: 0.340
  power.density_nw_per_um2: 142
  ir_drop_uv: 57.8
  power_w: 0.000127
critical_path:
  cp_max_fo: 2
  cp.arrival_ps: 1600
  end_kind: "output port"
  path_common_cell: "buf_4"
  required_ps: 1680
  crit_path_top_delay_cell: "dlygate4sd2_1"
  slowest_delay_ps: 250
  crit_type: "in2out"
  crit_chain: "dlygate4sd2_1 > nor4_2 > buf_4 > buf_4 > nand4_1 > a21oi_2 > o21a_1 > buf_2"
  cp-start-kind: "input pin"
hold_path:
  hold_path_class: "in2out"
place:
  dp_hpwl_um: 1340
  port_buffers: 21
  gp_congestion: 0.795
global_route:
  grt_pass1_vias: 675
  overflow: 0
  antenna_found_initial: 0
  grt_pass1_wl_um: 2890
  grt_max_degree: 7
  grt_usage_pct: 5.18
clock_network:
  hold_buffers: 0
-- synthesized netlist by cell type --
| cell type | n | area share, % |
|---|---|---|
| a21oi_2 | 2 | 4.2 |
| nor2b_1 | 4 | 6.0 |
| o211ai_1 | 2 | 3.6 |
| nand4_1 | 2 | 3.0 |
| o31ai_1 | 2 | 3.6 |
| buf_2 | 1 | 1.2 |
| nor4_2 | 1 | 3.0 |
| a21oi_1 | 2 | 2.4 |
| nand4b_1 | 5 | 11 |
| nand2_1 | 5 | 4.5 |
| and3_4 | 2 | 5.4 |
| or3b_2 | 1 | 2.1 |
| xnor2_1 | 2 | 4.2 |
| o21ai_0 | 6 | 7.3 |
| nor4_1 | 2 | 3.0 |
| nand3_1 | 2 | 2.4 |
| o21a_1 | 1 | 1.8 |
| nor4_4 | 1 | 5.1 |
| a221o_1 | 1 | 2.4 |
| o32ai_1 | 1 | 2.1 |
| nor4b_1 | 2 | 4.2 |
| or3b_1 | 1 | 2.1 |
| xor2_1 | 2 | 4.2 |
| nor2_1 | 10 | 9.1 |
| and2b_2 | 1 | 2.1 |
-- final cells by class --
cell class,count,area [sq um]
fillers,382,2520
multi-input cells,60,480
repair buffers,49,359
well taps,46,57.6
-- cell families (layout without fill, tap and decap cells) --
| logic type | count (synthesis) | in the layout | synth area share, % |
|---|---|---|---|
| xor+xnor | 4 | 4 | 8.46 |
| compound gates | 17 | 17 | 27.5 |
| simple gates | 39 | 39 | 62.8 |
| buf+inv | 1 | 49 | 1.21 |
-- worst max-delay path: cells and delay by family --
family	cells	cell delay, ps
and+or+nand+nor	2	320
AOI/OAI and AO/OA	2	250
buffers and inverters	4	600
-- worst paths after layout --
path,start,to,cells after the start
max,encoder_in[2],binary_out[1],8
min,encoder_in[9],binary_out[0],5
-- placed cells by master (no fill, tap or decap), types with 3 or more instances in the layout --
master          n
nor2b_1         4
a21oi_2         3
buf_6           3
nand4b_1        5
o21ai_0         5
buf_2           7
nor2_1          8
dlygate4sd2_1   4
nor4_4          3
buf_4          26
clkbuf_2        6
nand2_1         5
-- per-layer routing --
| layer | wire length [um] | up-vias | GRT usage, % |
|---|---|---|---|
| met5 | 0 | - | 0 |
| li1 | - | 336 | - |
| met1 | 865 | 300 | 7.53 |
| met4 | 0 | 0 | 0 |
| met2 | 742 | 18 | 8.19 |
| met3 | 124 | 0 | 0.909 |
-- repair_timing --
| item | in CTS | in global routing |
|---|---|---|
| setup buffers | 7 | 0 |
| pin swaps | 9 | 9 |
| endpoints found under the setup margin | 4 | 4 |
| gates cloned | 0 | 0 |
| resized | 52 | 20 |
-- power breakdown --
part           internal, W  switching (W)  leakage (nW)  total, W
clock                    0              0             0         0
combinational    0.0000673      0.0000597         0.340  0.000127
sequential               0              0             0         0
-- metrics by stage --
| stage | instance area [sq um] | setup TNS [ps] | setup WS (ps) | instances | hold WS, ps |
|---|---|---|---|---|---|
| after floorplan | 414 | 0 | 433 | 61 | 901 |
| after global placement | 850 | -2360 | -607 | 150 | 1930 |
| after detailed placement | 850 | -2360 | -600 | 150 | 1920 |
| after CTS | 906 | 0 | 13.1 | 157 | 1400 |
| after global routing | 897 | 0 | 5.82 | 155 | 1360 |
| final | 897 | 0 | 77.9 | 155 | 1310 |
No activity file was given, so power comes from the tool's default toggle rates.
